[flow/run.sh]
#!/bin/bash
# OpenROAD 26Q1-2900-gdf79404cd8, Yosys 0.63+post, stock flow scripts
make -C /OpenROAD-flow-scripts/flow DESIGN_CONFIG=/design/flow/config.mk WORK_HOME=/design/flow/orfs finish
[flow/constraint.sdc]
current_design ALU_addition

set clk_period 14.2
set clk_io_pct 0.2

create_clock -name clk0 -period $clk_period

set non_clock_inputs [all_inputs -no_clocks]
set_input_delay [expr $clk_period * $clk_io_pct] -clock clk0 $non_clock_inputs
set_output_delay [expr $clk_period * $clk_io_pct] -clock clk0 [all_outputs]
[flow/design.v]
module ALU_addition(X, Y, Z, Sign, Zero, Carry, Parity, Overflow);
    input [15:0] X, Y;
    output [15:0] Z;
    output Sign, Zero, Carry, Parity, Overflow;
    assign {Carry,Z} = X + Y ;  
    assign Sign = Z[15];
    assign Zero = ~|Z;
    assign Parity = ~^Z;
    assign Overflow = (X[15] & Y[15] & ~Z[15]) | (~X[15] & ~Y[15] & Z[15]);  
endmodule
[flow/config.mk]
export PLATFORM = sky130hd
export DESIGN_NAME = ALU_addition
export DESIGN_NICKNAME = ALU_addition
export VERILOG_FILES = /design/flow/design.v
export SDC_FILE = /design/flow/constraint.sdc
export NUM_CORES = 4
export LEC_CHECK = 1
export CORE_AREA = 10 10 93 93
export DIE_AREA = 0 0 103 103
==> flow_summary.toml <==
# generated from flow reports
[floorplanning]
dieHeight_microns = 103
fp_util_pct = 16.4
die_x_microns = 103
boundaryPins = 53
core_area_sq_um = 6760
die-area_sq_um = 10600
fp-row-count = 30

[job]
warning_count = 33
max_cap_violations = 0

[detailed_routing]
antenna_left = 0
wl_microns = 3280
drtIter0Drc = 33
drtPass1Iterations = 3
drc = 0
viasPerCell = 4.13
diodes = 0
routedWlPerCell_microns = 12.1
vias = 1120

[layout]
nClkBuffers = 0
layout_top_cell = "clkdlybuf4s50_1"
regArea_sq_um = 0
drive_gt1_share_pct = 6.81
flops = 0
fill_cells = 737
area_growth_pct = 54.4
fin_area_sq_um = 1710
final_cell_mix = "clkdlybuf4s50_1, ha_1, inv_1, xnor2_1, a21oi_1"

[place]
dpl-instance-area_sq_um = 1710
globalplace.congestion = 0.813
port_buffers = 53
dp_hpwl_microns = 3030

[logic_synthesis]
ys_chip_area_sq_um = 1110
seq_area_frac_synth_pct = 0
synth_area_sq_um = 1110
yosys_cells = 143
yosysWarnings = 0
ys_types = 41
synth_cells = 143
synth_area_per_cell_sq_um = 7.75

[setup_path]
cp-start-kind = "input pin"
crit_path_end_kind = "output pin"
cp.required_ns = 11.36
crit_path_max_fanout = 4
arrival_ns = 6.34
critPathLaunch = "X[0]"
path_class = "input pin to output pin"

[sta]
tightest_slew_ns = 0.414
fmax_mhz = 109
finalSetupViolations = 0
slew_headroom_pct = 72.1
hold_violations = 0
rsz0062_at_grt = "no"
maxSlewViolCount = 0
finalCriticalPeriod_ns = 9.18
fin_crit_sh_pct = 64.7
setup_tns_ns = 0

[clock_network]
cts_resized = 0
cts_hold_buffers = 0
cts_setup_buffers = 0

[worst_hold_path]
hold_path_startpoint = "Y[0]"
min_path_type = "input pin to output pin"

[power]
vdd_ir_drop_max_mv = 0.0364
leakage_nw = 0.755
power_density_nw_per_um2 = 74.3

[grt]
antenna_found_initial = 0
grt_max_degree = 11
grt_overflow = 0
grt_pass1_vias = 1137
grt_usage_pct = 6.08
grt_pass1_wl_microns = 5320

[status]
outcome = "finished, final reports clean"
==> power breakdown <==
group	switching [mW]	leakage, nW	internal (mW)
registers	0	0	0
logic	0.0480	0.755	0.0791
clock network	0	0	0
==> cell type report <==
cell class | instances | area (sq um) | share of cell area, %
Multi-Input combinational cell | 120 | 1010 | 59.2
Timing Repair Buffer | 53 | 531 | 31.0
Tap cell | 80 | 100 | 5.85
Inverter | 18 | 67.6 | 3.95
==> cell usage after synthesis (2+ instances only) <==
cell	n	share of area, %
a211oi_1	2	1.4
a21o_1	7	4.7
a21o_2	2	1.6
a21oi_1	10	4.5
buf_2	3	1.4
ha_1	25	28
inv_1	17	5.8
nand2_1	8	2.7
nand3_1	2	0.90
nand4_1	2	1.1
nor2_1	7	2.4
o21a_1	2	1.4
o21ai_0	9	4.1
o31a_1	2	1.6
xnor2_1	13	10
xor2_1	7	5.5
==> worst paths after layout <==
check	to	slack, ns	depth (start not counted)
min	Z[0]	6.75	3
max	Parity	5.02	15
==> routing by layer <==
metal	global-route usage [%]	share of wire (%)
met5	0	0
met4	0	0
met3	1.42	6.6
met2	10.9	50
met1	7.66	44
==> through the flow <==
| stage | total power, mW | cells | hold WS (ns) | setup WS, ns | util [%] |
|---|---|---|---|---|---|
| after floorplan | 0.0690 | 143 | 5.77 | 6.10 | - |
| after global placement | 0.130 | 271 | 6.74 | 5.02 | 25.3 |
| after detailed placement | 0.130 | 271 | 6.75 | 4.99 | 25.3 |
| after CTS | 0.130 | 271 | 6.76 | 4.98 | 25.3 |
| after global routing | 0.140 | 271 | 6.79 | 4.79 | 25.3 |
| final | 0.127 | 271 | 6.75 | 5.02 | 25.3 |
==> critical path, stage by stage <==
cell and delay (ns):
clkdlybuf4s50_1 0.41, ha_1 0.24, inv_1 0.08, fa_1 0.25, nor2b_4 0.05, o31a_1 0.27
o31a_4 0.32, a31oi_4 0.23, mux2i_1 0.25, o2111a_1 0.21, ha_1 0.24, xnor2_1 0.19
xnor2_1 0.15, xnor2_1 0.13, clkdlybuf4s50_1 0.51
==> cells by family after synthesis <==
logic type | share of synthesized area, %
AND/OR/NAND/NOR | 13.2
XOR/XNOR | 15.8
adder cells (fa/ha/maj) | 30.0
AND-OR/OR-AND | 30.5
multiplexers | 1.92
buffers and inverters | 8.58
Power figures rest on the tool's default switching activity, not on a simulated workload.
