<file path="./config.mk">
export PLATFORM = sky130hd
export DESIGN_NAME = counter_10to40_up_down
export DESIGN_NICKNAME = counter_10to40_up_down
export VERILOG_FILES = /design/flow/design.v
export SDC_FILE = /design/flow/constraint.sdc
export NUM_CORES = 4
export LEC_CHECK = 1
export CORE_AREA = 10 10 70 70
export DIE_AREA = 0 0 80 80
</file>
<file path="./constraint.sdc">
current_design counter_10to40_up_down

set clk_period 2.4
set clk_io_pct 0.2

create_clock -name clk0 -period $clk_period [get_ports {clk}]

set non_clock_inputs [all_inputs -no_clocks]
set_input_delay [expr $clk_period * $clk_io_pct] -clock clk0 $non_clock_inputs
set_output_delay [expr $clk_period * $clk_io_pct] -clock clk0 [all_outputs]
</file>
<file path="./design.v">
module counter_10to40_up_down (count, clk, data, load, u_d, rst);
input [7:0]data;
input clk, load, u_d, rst;
output [7:0]count;
reg [7:0]count_temp;
always @(posedge clk) begin
    if(!rst | count_temp>=8'd40 | count_temp<8'd10 ) 
        count_temp <= 8'd10;
    else if(load)
        count_temp <= data;
    else if(u_d)
        count_temp <= (count_temp>=8'd40)?8'd10:count_temp+1;
    else
        count_temp <= (count_temp<8'd10)?8'd40:count_temp-1;
end
assign count = count_temp;
endmodule 
</file>
<file path="./run.sh">
#!/bin/bash
# OpenROAD 26Q1-2900-gdf79404cd8, Yosys 0.63+post, stock flow scripts
make -C /OpenROAD-flow-scripts/flow DESIGN_CONFIG=/design/flow/config.mk WORK_HOME=/design/flow/orfs finish
</file>
==> Implementation_results.wiki <==
== Flow metrics ==
{| class="wikitable"
! Metric !! Value
|-
| Fraction of final layout cells with drive strength greater than 1 || 6.12%
|-
| Via density per instance || 4.65
|-
| Clock network latency to the later pin of the worst-skew pair || 0.25 ns
|-
| Sw Pwr || 0.160 mW
|-
| Synth cell count leaders || dfxtp_1, a21oi_1, nand2_1
|-
| Clock Root Buffer || clkbuf_4
|-
| Total vias in the final route || 670
|-
| Average cell area after synthesis || 7.69 sq um
|-
| Full die area || 6400 sq um
|-
| Standard-cell rows || 21
|-
| Flip-flops with a built-in enable || 0
|-
| Post-synthesis async set-or-reset flop share || 0%
|-
| Worst Setup Start Kind || flip-flop
|-
| Clock buffer depth || 2
|-
| Worst path arrival time || 1.97 ns
|-
| Startpoint of the most critical setup path || count_temp[4]
|-
| Clock tree from TritonCTS || done
|-
| Ys cells || 80
|-
| Total length of routed wires || 1870 um
|-
| Count of different cell masters after synthesis || 35
|-
| Via count of the first global-routing pass || 699
|-
| Post-synth seq share || 26.0%
|-
| Net switching share of the total power || 35.0%
|-
| Worst supply voltage drop on vdd || 0.000133 V
|-
| Post-CTS Setup Repair Bufs || 0
|-
| Multiplexer share || 0%
|-
| Critical setup path kind || flip-flop to flip-flop
|-
| TritonRoute pass-1 iters || 4
|-
| Total count of hold-check failures in the final report || 0
|-
| Shortest period the worst path allows || 1.84 ns
|-
| Count of unresolved DRC violations after routing || 0
|-
| P_leak || 0.332 nW
|-
| Biggest registers after layout || count_temp (8)
|-
| Internal power || 0.297 mW
|-
| Most popular library cell in the synthesized design by count || dfxtp_1
|-
| Global-route total usage across every layer || 5.97%
|-
| Largest driver fanout on the critical path || 9
|-
| Setup slack of the most critical reg-to-reg path || 0.56 ns
|-
| Sequential group share of total power || 40.5%
|-
| Synthesis-to-finish area growth || 41.3%
|-
| Cell taking the most area after synthesis || dfxtp_1
|-
| Worst Reg2Reg Path Length in Cells || 4
|-
| Ant. Diodes || 0
|-
| Worst-margin pin slew || 0.709 ns
|-
| IO Count || 20
|-
| Die Ht || 80 um
|-
| Final setup fails || 0
|-
| Share of total power in combinational logic || 36.5%
|-
| X dimension of the die || 80 um
|-
| Max Freq || 544 MHz
|-
| Reg2Reg Launch Point || count_temp[4]
|-
| Slew Viols, Final || 0
|-
| DP Wirelength || 1450 um
|-
| Synth Cell Area || 616 sq um
|-
| Clk network pwr share || 23.0%
|-
| Antenna violations before repair || 0
|-
| Largest register by flop count || count_temp
|-
| Main area contributors || dfxtp_1, ha_1, a21oi_1
|-
| Quantity of gates resized following cts || 0
|-
| Clock slew at reported path FFs || 0.06 ns
|-
| Yosys Chip Area || 616 sq um
|-
| Complex Gates by Area || 25.2%
|-
| Number of buffer cells added on primary ports || 19
|-
| Pwr dens || 526 nW/um^2
|-
| Tally of nets with antenna violations remaining after routing || 0
|-
| Number of flip-flops in the largest register || 8
|-
| Worst reg2reg path endpoint || count_temp[2]
|-
| Main logic family || simple AND/OR/NAND/NOR gates
|-
| Setup repair after global routing missed its margin || false
|-
| First-pass GRT wire length || 3170 um
|-
| Simple-gate portion of the synthesized area || 29.5%
|-
| Final critical-path share of the clock period || 76.6%
|-
| Number of CTS-inserted buffers || 3
|-
| Maximum number of pins on one net before global-route repair || 13
|-
| Area of the core || 3420 sq um
|-
| Synth Instances || 80
|-
| Worst Clk Skew || 0.000599 ns
|-
| Largest type area fraction || 26.0%
|-
| Dominant flop cell || dfxtp_1
|-
| CP required || 2.54 ns
|-
| Clock tree sinks || 8
|-
| Number of DRC violations after detailed-routing iteration 0 || 68
|-
| Flops after synth || 8
|-
| Max Cap Violations || 0
|-
| Result of the run || finished, final reports clean
|-
| Wirelength per Cell || 13.0 um
|-
| XOR/XNOR Area Share || 5.69%
|-
| Overall power after layout || 0.458 mW
|-
| Pre-Place Util || 18.0%
|-
| Hold Path Class || flip-flop to flip-flop
|-
| Hold Buf Count CTS || 0
|-
| OpenROAD warnings || 28
|-
| Element type at the critical path end || flip-flop
|-
| Setup_tns || 0 ns
|-
| Final weighted congestion in routability-driven placement || 0.904
|-
| Max H-tree Level || 1
|-
| Post-synthesis adder-cell area fraction || 6.10%
|-
| Leftover overflow at the end of global routing || 0
|-
| Relative max-transition margin || 52.3%
|-
| Yosys synthesis warning count || 1
|-
| Worst setup endpoint || count_temp[2]
|}
metrics by stage:
step | std cells | utilization, % | hold slack (ns) | worst slack, ns | instance area, sq um
floorplan | 80 | - | 0.548 | 0.678 | 616
global placement | 141 | 24.8 | 0.632 | 0.410 | 847
detailed placement | 141 | 24.8 | 0.642 | 0.347 | 847
CTS | 144 | 25.5 | 0.659 | 0.556 | 870
global route | 144 | 25.5 | 0.714 | 0.368 | 870
finish | 144 | 25.5 | 0.662 | 0.562 | 870
power groups by stage:
| stage | combinational, mW | sequential [mW] | clock [mW] |
|---|---|---|---|
| 4_1_cts | 0.168 | 0.185 | 0.111 |
| 5_1_grt | 0.190 | 0.191 | 0.117 |
| 6_report | 0.167 | 0.186 | 0.105 |
worst min path at each step:
stage | start | end | slack [ns] | cells past startpoint
after CTS | count_temp[7] | count_temp[7] | 0.66 | 3
after global routing | count_temp[7] | count_temp[7] | 0.71 | 3
final | count_temp[7] | count_temp[7] | 0.66 | 3
critical path, cell delays in order, from the launching register on:
cell	delay, ns
dfxtp_1	0.41
nor4_1	0.64
a21oi_1	0.27
a221oi_1	0.32
nor3_1	0.08
routing by layer:
layer  track usage (%)  part of all wire [%]  vias up
li1                  -                     -      337
met1              6.91                    47      319
met2              10.8                    48       12
met3              1.59                   4.3        2
met4              1.06                  0.75        0
met5                 0                     0        -
layout by cell type, fill, tap and decap left out, types with 2 or more instances in the layout:
cell type	instances
a31oi_1	2
inv_1	4
clkdlybuf4s50_1	19
and4_1	2
o21ai_0	3
ha_1	3
buf_4	2
xor2_1	3
a221oi_1	2
a21oi_1	6
nor2_1	5
nand2_1	6
nand3_1	5
clkbuf_4	3
nor3_1	4
o211ai_1	3
dfxtp_1	8
cells by family after synthesis:
group                    after synthesis
XOR/XNOR                               4
adder cells (fa/ha/maj)                3
buffers and inverters                 10
AND-OR/OR-AND                         23
AND/OR/NAND/NOR                       32
flip-flops                             8
layout make-up:
type / instances / area, sq um
Fill cell: 388 / 2550
Multi-Input combinational cell: 62 / 409
Timing Repair Buffer: 21 / 205
Sequential cell: 8 / 160
Tap cell: 46 / 57.6
Clock buffer: 3 / 22.5
Inverter: 4 / 15.0
No activity file was given, so power comes from the tool's default toggle rates.
