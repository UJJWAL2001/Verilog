===== design.v =====
module counter_up_load (count, clk,load, u_d, data, rst);
input [7:0] data;
input clk, rst, load, u_d;
output [7:0]count;
reg [7:0]count_temp;
always @(posedge clk) begin
    if(!rst)
        count_temp <= 8'b0;
    else if(load)
        count_temp <= data;
    else if(u_d)
        count_temp <= count_temp + 1 ;
    else 
        count_temp <= count_temp - 1;
end
assign count = count_temp;
endmodule 

===== run.sh =====
#!/bin/bash
# OpenROAD 26Q1-2900-gdf79404cd8, Yosys 0.63+post, stock flow scripts
make -C /OpenROAD-flow-scripts/flow DESIGN_CONFIG=/design/flow/config.mk WORK_HOME=/design/flow/orfs finish

===== config.mk =====
export PLATFORM = sky130hd
export DESIGN_NAME = counter_up_load
export DESIGN_NICKNAME = counter_up_load
export VERILOG_FILES = /design/flow/design.v
export SDC_FILE = /design/flow/constraint.sdc
export NUM_CORES = 4
export LEC_CHECK = 1
export CORE_AREA = 10 10 76 76
export DIE_AREA = 0 0 86 86

===== constraint.sdc =====
current_design counter_up_load

set clk_period 2.5
set clk_io_pct 0.2

create_clock -name clk0 -period $clk_period [get_ports {clk}]

set non_clock_inputs [all_inputs -no_clocks]
set_input_delay [expr $clk_period * $clk_io_pct] -clock clk0 $non_clock_inputs
set_output_delay [expr $clk_period * $clk_io_pct] -clock clk0 [all_outputs]

==> reports/qor.txt <==
Crit Path Class: in -> reg
FF-to-FF Start: count_temp[0]
largest net degree at the start of global routing: 14
maximum clock rate: 414 MHz
die area: 7400 µm²
clk_skew: 0.000448 ns
RSZ-0062 raised after global routing: false
commonest non-fill, non-tap cell in the layout: clkdlybuf4s50_1
Power Dens Cells: 517 nW/µm²
Filler Cell Count: 444
most numerous logic cells after layout: clkdlybuf4s50_1 (19), buf_4 (10), dfxtp_1 (8), nand2_1 (6), ha_1 (6)
# rows: 23
DIE HEIGHT: 86 µm
per-cell routed wire length: 11.8 µm
largest reg by FF count: count_temp
slowest stage delay, CP: 0.51 ns
Switching Fraction: 28.0%
first-pass GRT wire length: 3060 µm
Via-to-Cell Ratio: 4.24
status: completed
WHS Endpoint: count_temp[7]
Worst-Skew Late Latency: 0.23 ns
flops out of synthesis: 8
yosys cell count: 72
clock network power share: 31.1%
Mapped Cells: 72
Iteration-0 DRC Markers: 42
Top-area cell share: 26.2%
Setup violations, final: 0
layout cells sized above 1: 14.7%
final global-route overflow total: 0
Top cells by area: dfxtp_1 (26%), ha_1 (12%), o21ai_0 (4.1%), nand2_1 (3.7%), fa_1 (3.3%)
Port-buffer cells: 19
Slew headroom: 71.4%
Pins Over Slew Limit: 0
peak supply drop: 209 µV
# H-tree levels: 1
Dominant Register Cell: dfxtp_1
EDFF count, synth: 0
DRT antenna net count: 0
Placer Congestion: 0.815
Core Box Area: 4120 µm²
gr usage total: 4.93%
critical path data arrival time: 2.51 ns
Power Total: 0.503 mW
Netlist cell types: 33
max reg flops: 8
slowest CP cell: clkdlybuf4s50_1
Design Area, Final: 973 µm²
Post-route DRC: 0
Syn-to-layout area delta: 59.1%
Min-Delay Path Depth: 3
Ports: 20
cell taking the most area after synthesis: dfxtp_1
Critical Path Sink Type: register
Seq pwr share: 30.5%
hold_sp: count_temp[7]
Chip Area, Yosys: 612 µm²
Hold Crit Class: reg -> reg
Avg Cell Area, Syn: 8.50 µm²
register share after synthesis: 26.2%
CTS tree: built
DR pass1 iterations: 4
reg2reg path depth: 5
diode count: 0
initial antenna violation count: 0
biggest regs: count_temp (8)
Detailed Route WL: 1800 µm
Vias: 644
part of the cycle the worst path needs: 96.5%
Logic pwr share: 38.4%
internal power: 0.362 mW
crit path launch: u_d
Worst Tran Pin Value: 0.428 ns
DP HPWL: 1460 µm
number of clock sinks: 8
Worst-path clk slew: 0.04 ns
CTS buffer count: 3
Log Warnings: 25
vias in the first global route: 638
FP Core Util: 14.9%
Final Hold Vio Count: 0
synth warn: 1
clk root buf: clkbuf_8
CP Launch Type: input port
maxcap violations: 0
min cycle time layout: 2.41 ns
Worst R2R End: count_temp[6]
Req. time, crit path: 2.60 ns
NetSw: 0.141 mW
chip width: 86 µm
Critical Path, Cell by Cell: clkdlybuf4s50_1, inv_2, fa_1, a21o_1, a211oi_2, nor3_1, or4_1
clock buffer depth: 2
Leak Pwr: 0.413 nW
Placement Cell Area: 925 µm²
Mapped Area: 612 µm²
Max FO, Critical Path: 4
Synth async-reset ratio: 0%
r2r setup slk: 0.61 ns
==> kinds of logic (layout without fill, tap and decap cells) <==
group                    after synthesis  count (layout)  share of synthesized area (%)
AND/OR/NAND/NOR                       29              29                           27.0
AND-OR/OR-AND                         20              20                           22.9
flip-flops                             8               8                           26.2
adder cells (fa/ha/maj)                7               7                           15.5
buffers and inverters                  4              34                           2.45
XOR/XNOR                               3               3                           4.30
multiplexers                           1               1                           1.64
==> layer usage <==
metal | wire (µm) | global-route usage [%] | part of all wire, % | vias to the layer above
met1 | 851 | 6.84 | 47 | 289
li1 | - | - | - | 333
met3 | 130 | 1.81 | 7.2 | 2
met2 | 778 | 7.23 | 43 | 20
met4 | 37 | 0.749 | 2.1 | 0
met5 | 0 | 0 | 0 | -
==> stage by stage <==
stage                     hold WS (ns)  setup TNS (ns)  utilization (%)  setup slack [ns]  std cells
after CTS                        0.621               0             23.5            0.0424        151
after floorplan                  0.554               0                -             0.345         72
after detailed placement         0.610          -0.181             22.5            -0.181        148
after global placement           0.599          -0.164             22.5            -0.164        148
after global routing             0.655               0             23.7           0.00689        152
final                            0.609               0             23.7            0.0863        152
==> critical path: cells and delay by family <==
family / cells / cell delay, ns
AOI/OAI and AO/OA: 2 / 0.42
adders and majority gates: 1 / 0.43
buffers and inverters: 2 / 0.58
and+or+nand+nor: 2 / 0.58
==> repair_timing <==
item	in CTS	in global routing
setup buffers	0	1
hold buffers	0	0
gates resized	0	1
setup endpoints to repair	0	1
==> power groups by stage <==
stage | logic (mW) | clock network, mW | registers [mW]
CTS | 0.190 | 0.164 | 0.154
global route | 0.217 | 0.170 | 0.155
finish | 0.193 | 0.156 | 0.154
==> cell usage after synthesis, drive strengths merged (2+ instances only) <==
| cell type | instances |
|---|---|
| a211o | 2 |
| a211oi | 2 |
| a21o | 2 |
| a21oi | 3 |
| and2 | 2 |
| and3 | 2 |
| clkbuf | 2 |
| dfxtp | 8 |
| ha | 6 |
| inv | 2 |
| nand2 | 6 |
| nand2b | 2 |
| nand3 | 4 |
| nand4b | 2 |
| nor2 | 4 |
| nor3b | 2 |
| o21ai | 5 |
| xnor2 | 2 |
==> how the worst max path moves through the flow <==
| stage | cells after the start | slack (ns) | to |
|---|---|---|---|
| finish | 7 | 0.09 | count_temp[6] |
| CTS | 7 | 0.04 | count_temp[6] |
| global route | 7 | 0.007 | count_temp[6] |
==> area by class of cell <==
type | count | area, µm² | share of cell area, %
Timing Repair Buffer | 29 | 265 | 27.2
Tap cell | 50 | 62.6 | 6.43
Clock buffer | 3 | 41.3 | 4.24
Sequential cell | 8 | 160 | 16.5
Inverter | 2 | 7.51 | 0.771
Multi-Input combinational cell | 60 | 437 | 44.9
Power and IR drop assume default switching activity.
